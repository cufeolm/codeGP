==> flow/design.v <==
package apu_core_package;
   parameter SHARED_INT_MULT   = 0;
   parameter APU_FLAGS_FP    = 2;
   parameter APU_FLAGS_FPNEW = 3;
   parameter PIPE_REG_DSP_MULT  = 1;
   parameter APU_FLAGS_DSP_MULT = 0;
   parameter APU_FLAGS_INT_MULT = 1;
   parameter PIPE_REG_ADDSUB  = 1;
   parameter PIPE_REG_MULT = 1;
   parameter PIPE_REG_CAST = 1;
   parameter PIPE_REG_MAC = 2;
   parameter PIPE_REG_DIV = 4;
   parameter PIPE_REG_SQRT = 5;
endpackage  
module a25_wishbone
(
input                       i_clk,
input                       i_port0_req,
output                      o_port0_ack,
input                       i_port0_write,
input       [127:0]         i_port0_wdata,
input       [15:0]          i_port0_be,
input       [31:0]          i_port0_addr,
output      [127:0]         o_port0_rdata,
input                       i_port1_req,
output                      o_port1_ack,
input                       i_port1_write,
input       [127:0]         i_port1_wdata,
input       [15:0]          i_port1_be,
input       [31:0]          i_port1_addr,
output      [127:0]         o_port1_rdata,
input                       i_port2_req,
output                      o_port2_ack,
input                       i_port2_write,
input       [127:0]         i_port2_wdata,
input       [15:0]          i_port2_be,
input       [31:0]          i_port2_addr,
output      [127:0]         o_port2_rdata,
output reg  [31:0]          o_wb_adr = 'd0,
output reg  [15:0]          o_wb_sel = 'd0,
output reg                  o_wb_we  = 'd0,
output reg  [127:0]         o_wb_dat = 'd0,
output reg                  o_wb_cyc = 'd0,
output reg                  o_wb_stb = 'd0,
input       [127:0]         i_wb_dat,
input                       i_wb_ack,
input                       i_wb_err
);
localparam WBUF = 3;
wire [0:0]                  wbuf_valid          [WBUF-1:0];
wire [0:0]                  wbuf_accepted       [WBUF-1:0];
wire [0:0]                  wbuf_write          [WBUF-1:0];
wire [127:0]                wbuf_wdata          [WBUF-1:0];
wire [15:0]                 wbuf_be             [WBUF-1:0];
wire [31:0]                 wbuf_addr           [WBUF-1:0];
wire [0:0]                  wbuf_rdata_valid    [WBUF-1:0];
wire                        new_access;
reg  [WBUF-1:0]             serving_port = 'd0;
a25_wishbone_buf u_a25_wishbone_buf_p0 (
    .i_clk          ( i_clk                 ),
    .i_req          ( i_port0_req           ),
    .o_ack          ( o_port0_ack           ),
    .i_write        ( i_port0_write         ),
    .i_wdata        ( i_port0_wdata         ),
    .i_be           ( i_port0_be            ),
    .i_addr         ( i_port0_addr          ),
    .o_rdata        ( o_port0_rdata         ),
    .o_valid        ( wbuf_valid       [0]  ),
    .i_accepted     ( wbuf_accepted    [0]  ),
    .o_write        ( wbuf_write       [0]  ),
    .o_wdata        ( wbuf_wdata       [0]  ),
    .o_be           ( wbuf_be          [0]  ),
    .o_addr         ( wbuf_addr        [0]  ),
    .i_rdata        ( i_wb_dat              ),
    .i_rdata_valid  ( wbuf_rdata_valid [0]  )
    );
a25_wishbone_buf u_a25_wishbone_buf_p1 (
    .i_clk          ( i_clk                 ),
    .i_req          ( i_port1_req           ),
    .o_ack          ( o_port1_ack           ),
    .i_write        ( i_port1_write         ),
    .i_wdata        ( i_port1_wdata         ),
    .i_be           ( i_port1_be            ),
    .i_addr         ( i_port1_addr          ),
    .o_rdata        ( o_port1_rdata         ),
    .o_valid        ( wbuf_valid        [1] ),
    .i_accepted     ( wbuf_accepted     [1] ),
    .o_write        ( wbuf_write        [1] ),
    .o_wdata        ( wbuf_wdata        [1] ),
    .o_be           ( wbuf_be           [1] ),
    .o_addr         ( wbuf_addr         [1] ),
    .i_rdata        ( i_wb_dat              ),
    .i_rdata_valid  ( wbuf_rdata_valid  [1] )
    );
a25_wishbone_buf u_a25_wishbone_buf_p2 (
    .i_clk          ( i_clk                 ),
    .i_req          ( i_port2_req           ),
    .o_ack          ( o_port2_ack           ),
    .i_write        ( i_port2_write         ),
    .i_wdata        ( i_port2_wdata         ),
    .i_be           ( i_port2_be            ),
    .i_addr         ( i_port2_addr          ),
    .o_rdata        ( o_port2_rdata         ),
    .o_valid        ( wbuf_valid        [2] ),
    .i_accepted     ( wbuf_accepted     [2] ),
    .o_write        ( wbuf_write        [2] ),
    .o_wdata        ( wbuf_wdata        [2] ),
    .o_be           ( wbuf_be           [2] ),
    .o_addr         ( wbuf_addr         [2] ),
    .i_rdata        ( i_wb_dat              ),
    .i_rdata_valid  ( wbuf_rdata_valid  [2] )
    );    
assign new_access       = !o_wb_stb || i_wb_ack;
assign wbuf_accepted[0] = new_access &&  wbuf_valid[0];
assign wbuf_accepted[1] = new_access && !wbuf_valid[0] &&  wbuf_valid[1];
assign wbuf_accepted[2] = new_access && !wbuf_valid[0] && !wbuf_valid[1] && wbuf_valid[2];
always @(posedge i_clk)
    begin
    if (new_access)
        begin
        if (wbuf_valid[0])
            begin
            o_wb_adr        <= wbuf_addr [0];
            o_wb_sel        <= wbuf_be   [0];
            o_wb_we         <= wbuf_write[0];
            o_wb_dat        <= wbuf_wdata[0];
            o_wb_cyc        <= 1'd1;
            o_wb_stb        <= 1'd1;
            serving_port    <= 3'b001;
            end
        else if (wbuf_valid[1])
            begin
            o_wb_adr        <= wbuf_addr [1];
            o_wb_sel        <= wbuf_be   [1];
            o_wb_we         <= wbuf_write[1];
            o_wb_dat        <= wbuf_wdata[1];
            o_wb_cyc        <= 1'd1;
            o_wb_stb        <= 1'd1;
            serving_port    <= 3'b010;
            end
        else if (wbuf_valid[2])
            begin
            o_wb_adr        <= wbuf_addr [2];
            o_wb_sel        <= wbuf_be   [2];
            o_wb_we         <= wbuf_write[2];
            o_wb_dat        <= wbuf_wdata[2];
            o_wb_cyc        <= 1'd1;
            o_wb_stb        <= 1'd1;
            serving_port    <= 3'b100;
            end
        else
            begin
            o_wb_cyc        <= 1'd0;
            o_wb_stb        <= 1'd0;
            o_wb_we         <= 1'd0;
            o_wb_adr        <= 'd0;
            o_wb_dat        <= 'd0;
            serving_port    <= 3'b000;
            end    
        end
    end
assign {wbuf_rdata_valid[2], wbuf_rdata_valid[1], wbuf_rdata_valid[0]} = {3{i_wb_ack & ~ o_wb_we}} & serving_port;
endmodule
module a25_wishbone_buf (
input                       i_clk,
input                       i_req,
input                       i_write,
input       [127:0]         i_wdata,
input       [15:0]          i_be,
input       [31:0]          i_addr,
output      [127:0]         o_rdata,
output                      o_ack,
output                      o_valid,
input                       i_accepted,
output                      o_write,
output      [127:0]         o_wdata,
output      [15:0]          o_be,
output      [31:0]          o_addr,
input       [127:0]         i_rdata,
input                       i_rdata_valid
);
reg  [1:0]                  wbuf_used_r     = 'd0;
reg  [127:0]                wbuf_wdata_r    [1:0]; 
reg  [31:0]                 wbuf_addr_r     [1:0]; 
reg  [15:0]                 wbuf_be_r       [1:0]; 
reg  [1:0]                  wbuf_write_r    = 'd0;
reg                         wbuf_wp_r       = 'd0;         
reg                         wbuf_rp_r       = 'd0;         
reg                         busy_reading_r  = 'd0;
reg                         wait_rdata_valid_r = 'd0;
wire                        in_wreq;
reg                         ack_owed_r      = 'd0;
assign in_wreq = i_req && i_write;
assign push    = i_req && !busy_reading_r && (wbuf_used_r == 2'd1 || (wbuf_used_r == 2'd0 && !i_accepted));
assign pop     = o_valid && i_accepted && wbuf_used_r != 2'd0;
always @(posedge i_clk)
    if (push && pop)
        wbuf_used_r     <= wbuf_used_r;
    else if (push)
        wbuf_used_r     <= wbuf_used_r + 1'd1;
    else if (pop)
        wbuf_used_r     <= wbuf_used_r - 1'd1;
always @(posedge i_clk)
    if (push && in_wreq && !o_ack)
        ack_owed_r = 1'd1;
    else if (!i_req && o_ack)
        ack_owed_r = 1'd0;
always @(posedge i_clk)
    if (push)
        begin
        wbuf_wdata_r [wbuf_wp_r]   <= i_wdata;
        wbuf_addr_r  [wbuf_wp_r]   <= i_addr;
        wbuf_be_r    [wbuf_wp_r]   <= i_write ? i_be : 16'hffff;
        wbuf_write_r [wbuf_wp_r]   <= i_write;
        wbuf_wp_r                  <= !wbuf_wp_r;
        end
always @(posedge i_clk)
    if (pop)
        wbuf_rp_r                  <= !wbuf_rp_r;
assign o_wdata = wbuf_used_r != 2'd0 ? wbuf_wdata_r[wbuf_rp_r] : i_wdata;
assign o_write = wbuf_used_r != 2'd0 ? wbuf_write_r[wbuf_rp_r] : i_write;
assign o_addr  = wbuf_used_r != 2'd0 ? wbuf_addr_r [wbuf_rp_r] : i_addr;
assign o_be    = wbuf_used_r != 2'd0 ? wbuf_be_r   [wbuf_rp_r] : i_write ? i_be : 16'hffff;
assign o_ack   = (in_wreq ? (wbuf_used_r == 2'd0) : i_rdata_valid) || (ack_owed_r && pop);
assign o_valid = (wbuf_used_r != 2'd0 || i_req) && !wait_rdata_valid_r;
assign o_rdata = i_rdata;
always@(posedge i_clk)
    if (o_valid && !o_write)
        busy_reading_r <= 1'd1;
    else if (i_rdata_valid)
        busy_reading_r <= 1'd0;
always@(posedge i_clk)
    if (o_valid && !o_write && i_accepted)
        wait_rdata_valid_r <= 1'd1;
    else if (i_rdata_valid)  
        wait_rdata_valid_r <= 1'd0;
endmodule
==> flow/run.sh <==
#!/bin/bash
# OpenROAD 26Q1-2900-gdf79404cd8, Yosys 0.63+post, stock flow scripts
make -C /OpenROAD-flow-scripts/flow DESIGN_CONFIG=/design/flow/config.mk WORK_HOME=/design/flow/orfs finish
==> flow/config.mk <==
export PLATFORM = sky130hd
export DESIGN_NAME = a25_wishbone
export DESIGN_NICKNAME = a25_wishbone
export VERILOG_FILES = /design/flow/design.v
export SDC_FILE = /design/flow/constraint.sdc
export NUM_CORES = 4
export LEC_CHECK = 1
export CORE_AREA = 10 10 720 720
export DIE_AREA = 0 0 730 730
==> flow/constraint.sdc <==
current_design a25_wishbone

set clk_period 23.5
set clk_io_pct 0.2

create_clock -name clk0 -period $clk_period [get_ports {i_clk}]

set non_clock_inputs [all_inputs -no_clocks]
set_input_delay [expr $clk_period * $clk_io_pct] -clock clk0 $non_clock_inputs
set_output_delay [expr $clk_period * $clk_io_pct] -clock clk0 [all_outputs]
==> results.json <==
{
  "status": "complete, no violations",
  "area_delta_synth_final_pct": 31.79,
  "hold_buffers": 0,
  "netlist.area_leader.share_pct": 68.80,
  "grt_util_all_layers_pct": 7.596,
  "hold_path.class": "flop to flop",
  "cpPeakStageDelay_ns": 0.53,
  "cpMostUsedCell": "clkdlybuf4s50_1",
  "grt_start_max_net_pins": 105,
  "r2r_cells": 9,
  "clock_path_buffers": 4,
  "antenna_found_initial": 111,
  "startpoint_type": "input port",
  "die_area_mm2": 0.5329,
  "cp-end-kind": "output pin",
  "crit_slowest_cell": "clkdlybuf4s50_1",
  "num_vias": 33035,
  "mux_area_share_pct": 9.706,
  "r2r_setup_slack_ns": 18.91,
  "fin_crit_ns": 11.84,
  "cpLargestDelayFamily": "buffers and inverters",
  "warning_count": 33,
  "coreArea_mm2": 0.5020,
  "crit_buf_inv": 3,
  "die_width_um": 730,
  "fp_util_pct": 10.91,
  "p_leak_nw": 23.23,
  "logic_area_mm2": 0.01298,
  "synth.top_cells.by_count": "edfxtp_1 (1255), mux2i_1 (530), buf_4 (389), a21oi_1 (355), nor2_1 (355)",
  "rows": 260,
  "drt_iter0_drc": 1793,
  "rr_startpoint": "u_a25_wishbone_buf_p1.wbuf_used_r[0]$_DFFE_PP_",
  "gr-total-overflow": 0,
  "cp.required_ns": 18.80,
  "clkTransAtPathRegs_ns": 0.06,
  "viasPerCell": 3.001,
  "synthDistinctLibCells": 47,
  "flop_cell": "edfxtp_1",
  "ys_top_cells_by_area": "edfxtp_1 (69%), mux2i_1 (9.7%), buf_4 (5.3%)",
  "wl_per_cell_um": 18.81,
  "tns_ns": 0,
  "crit_cells": 7,
  "wl_um": 207100,
  "crit_fanout": 18,
  "slew_viol_final": 0,
  "avgSynthCellArea_um2": 14.32,
  "fmax_mhz": 84.48,
  "synthAdderAreaFrac_pct": 0.1371,
  "hold-path-cell-count": 2,
  "worstMarginPinSlew_ns": 0.7866,
  "drc_errors": 0,
  "min_period_over_period_pct": 50.37,
  "logic_family": "multiplexers",
  "drive_above_1_share_pct": 8.013,
  "edf_count": 1255,
  "rr_endpoint": "u_a25_wishbone_buf_p2.wbuf_wdata_r[0][68]$_DFFE_PP_",
  "cts_root_buf": "clkbuf_16",
  "postSynthSeqShare_pct": 69.13,
  "first_pass_iters": 5,
  "ys_area_mm2": 0.05478,
  "port_buffers": 717,
  "gp_congestion": 0.8319,
  "yosys-stat-cells": 3825,
  "ant_nets": 0,
  "synth.cellmix.compoundShare_pct": 8.890,
  "slew_headroom_pct": 47.56,
  "yosys_warnings": 4,
  "dp_hpwl_um": 146700,
  "clk_latency_ns": 0.90,
  "ctsResizeCount": 0,
  "cap_violations": 0,
  "cts.sinks": 1264,
  "cts_buffers": 153,
  "holdPathEnd": "u_a25_wishbone_buf_p2.busy_reading_r$_SDFFE_PP1P_",
  "yosys.area_share.simple_pct": 4.706,
  "io_pins": 1231,
  "nFillCells": 55338,
  "setup_violations": 0,
  "async_reset_ff_share_pct": 0,
  "fin_worst_skew_ns": 0.1428,
  "syn_inst": 3825,
  "worstPathArrival_ns": 7.14,
  "rsz0062_at_grt": "false",
  "ir_drop_v": 0.00005759,
  "min-delay-start": "u_a25_wishbone_buf_p2.busy_reading_r$_SDFFE_PP1P_",
  "grt_pass1_wl_um": 276900,
  "whs_ns": 0.4616,
  "hold_violations": 0,
  "post_cts_buffers": 0,
  "ys.flops": 1264,
  "cts_tree": "yes",
  "grt_pass1_vias": 33257,
  "crit_chain": "clkdlybuf4s50_1 -> nand2b_1 -> nand2_4 -> inv_1 -> nor4_2 -> a211o_1 -> clkdlybuf4s50_1",
  "flop_area_mm2": 0.03787,
  "ys_sh_xor_pct": 0.09594,
  "cts_max_level": 4,
  "dieHeight_um": 730,
  "syn-cell-area_mm2": 0.05478,
  "crit_type": "input port to output pin",
  "yosysMostFrequentCell": "edfxtp_1",
  "synth_top_cell_by_area": "edfxtp_1",
  "p_per_area_mw_per_mm2": 104.3
}
==> metal layers <==
metal	up-vias	part of all wire (%)	global-route usage [%]
met2	1565	45	11.70
li1	14939	-	-
met1	16043	38	9.160
met4	52	3.6	2.381
met5	-	0.20	0.1617
met3	436	12	4.060
==> kinds of logic after synthesis <==
group,after synthesis
compound gates,737
fa+ha+maj,6
buf+inv,652
mux,531
xor+xnor,6
flops,1264
simple gates,629
==> how the worst max path moves through the flow <==
stage          startpoint          end  slack [ns]
CTS           i_port0_req  o_port1_ack       11.65
global route  i_port0_req  o_port1_ack       11.53
finish        i_port0_req  o_port1_ack       11.66
==> layout by cell type (no fill, tap or decap), types with 22 or more instances in the layout <==
| master | instances |
|---|---|
| nand2_1 | 191 |
| clkbuf_1 | 41 |
| edfxtp_1 | 1255 |
| o221ai_1 | 176 |
| inv_1 | 22 |
| nor2_1 | 355 |
| clkbuf_16 | 153 |
| nand2b_1 | 49 |
| mux2i_1 | 530 |
| a21oi_1 | 353 |
| buf_4 | 116 |
| clkdlybuf4s50_1 | 714 |
| o211ai_1 | 175 |
| diode_2 | 35 |
==> flip-flops by register name, indices dropped and copies added (netlist names), 64 cells and up, named ones only <==
name                                cells
u_a25_wishbone_buf_p1.wbuf_wdata_r    256
u_a25_wishbone_buf_p0.wbuf_addr_r      64
u_a25_wishbone_buf_p0.wbuf_wdata_r    256
u_a25_wishbone_buf_p2.wbuf_addr_r      64
o_wb_dat                              128
u_a25_wishbone_buf_p1.wbuf_addr_r      64
u_a25_wishbone_buf_p2.wbuf_wdata_r    256
==> through the flow <==
stage	utilization [%]	area (µm²)	setup WS [ns]	cells	power (mW)
4_1_cts	14.36	72100	11.65	10974	7.697
5_1_grt	14.37	72150	11.53	10993	7.940
3_3_place_gp	13.43	67410	11.66	10715	5.356
6_report	14.38	72190	11.66	11009	7.532
2_1_floorplan	-	54780	13.24	3825	4.149
3_5_place_dp	13.43	67410	11.66	10715	5.353
==> power breakdown <==
part | switching [mW] | leakage [nW] | internal, mW | total [mW]
clock | 0.983 | 2.25 | 1.30 | 2.28
combinational | 1.38 | 9.38 | 0.867 | 2.24
sequential | 0.123 | 11.6 | 2.89 | 3.01
total | 2.48 | 23.2 | 5.05 | 7.53
==> cell type report <==
class	count	area share, %
flip-flops and latches	1264	52.45
repair buffers	836	11.21
well taps	6681	11.58
multi-input cells	1909	17.98
inverters	25	0.1508
diodes	35	0.1213
clock inverters	65	0.9862
clock buffers	194	5.517
==> worst reg2reg max path, stage by stage (launching register included) <==
cell	delay [ns]
edfxtp_1	0.38
inv_1	0.06
ha_1	0.40
and2b_4	0.30
o22a_2	0.31
a31oi_2	0.36
and2_4	0.53
buf_4	0.70
buf_4	0.54
buf_4	0.65
Power figures rest on the tool's default switching activity, not on a simulated workload.
